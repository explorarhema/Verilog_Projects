==> /design/flow/design.v <==
module backend(
    input i_resetbAll,
    input i_clk,
    input i_sclk,
    input i_sdin,
    input i_clk_vco1,
    input i_clk_vco2,
    output reg o_ready,
    output reg o_vco1_fast,
    output reg o_resetb1,
    output reg [2:0] o_gainA1,
    output reg o_resetb2,
    output reg [1:0] o_gainA2,
    output reg o_resetbvco1,
    output reg o_resetbvco2
);
reg [4:0] counter;  
reg [4:0] counter1;  
reg [4:0] startup_state;   
reg [4:0] shift_register;  
reg [3:0] data_received;   
reg [5:0] counter_vco1 = 0;  
reg [5:0] counter_vco2 = 0;   
reg [5:0] frequency_vco1 = 0;  
reg [5:0] frequency_vco2 = 0;  
always @(posedge i_clk or negedge i_resetbAll)
    begin
     if (!i_resetbAll)
    	begin
        counter_vco1 <= 0;
        counter_vco2 <= 0;
        startup_state <= 0;
        shift_register <= 0;
        data_received <= 0;
        o_resetb1 <= 0;
        o_resetb2 <= 0;
        o_gainA1 <= 0;
        o_gainA2 <= 0;
        o_resetbvco1 <= 0;
        o_resetbvco2 <= 0;
        o_ready <= 0;
		counter1 <= 0;
     end 
	 else 
	   begin
        case(startup_state)
            0: begin
              if (data_received <= 5) begin
                 o_gainA1 <= shift_register[4:2];
                 o_gainA2 <= shift_register[1:0];
              end 
			  if(data_received == 5) begin
               startup_state <= 1;
			  end
             end			
            1: begin
                if (counter < 5) begin
                    counter <= counter + 1;
                end else begin
                    startup_state <= 2;
                end
            end
            2: begin
                o_resetbvco1 <= 1;
                o_resetbvco2 <= 1;
                startup_state <= 3;
				counter <= 0;
            end
            3: begin
                if (counter < 20) begin
                    counter <= counter + 1;
                end else begin
                    startup_state <= 4;
                end
            end
            4: begin
                o_resetb1 <= 1;
                o_resetb2 <= 1;
                startup_state <= 5;
				counter <= 0;
            end
            5: begin
                if (counter < 10)
				begin
                    counter <= counter + 1;
				end
				else
				   begin
                    startup_state <= 6;
                  end
            end
            6: begin
				counter <= 0;
				if (counter1 <4)
				 begin
				    counter1 <= counter1 +1;  
				 end
				else
                  begin				
					startup_state <= 7;
					frequency_vco1 <= counter_vco1;  
					frequency_vco2 <= counter_vco2;
					counter_vco1 <= 0;
					counter_vco2 <= 0;
				    if(frequency_vco1 < frequency_vco2 )   
						begin
							o_vco1_fast <= 1;
						end
				    else 
						begin
							o_vco1_fast <= 0;
						end	
				 end
             end
            7: begin
                o_ready <= 1;
                startup_state <= 8;
            end
            default: begin
            end
        endcase
    end
end
always @(posedge i_sclk )
	   begin
		   shift_register<= (shift_register<<1) + i_sdin;  
           data_received <= data_received + 1;
	   end
always @(posedge i_clk_vco1 && startup_state == 6)
  begin
	 counter_vco1 <= counter_vco1 +1;  
  end
always @(posedge i_clk_vco2 && startup_state == 6)
  begin
	 counter_vco2 <= counter_vco2 +1;   
  end
endmodule
==> /design/flow/run.sh <==
#!/bin/bash
# OpenROAD 26Q1-2900-gdf79404cd8, Yosys 0.63+post, stock flow scripts
make -C /OpenROAD-flow-scripts/flow DESIGN_CONFIG=/design/flow/config.mk WORK_HOME=/design/flow/orfs finish
==> /design/flow/config.mk <==
export PLATFORM = sky130hd
export DESIGN_NAME = backend
export DESIGN_NICKNAME = backend
export VERILOG_FILES = /design/flow/design.v
export SDC_FILE = /design/flow/constraint.sdc
export NUM_CORES = 4
export LEC_CHECK = 1
export CORE_AREA = 10 10 106 106
export DIE_AREA = 0 0 116 116
export SYNTH_HDL_FRONTEND = slang
==> /design/flow/constraint.sdc <==
current_design backend

set clk_period 3.7
set clk_io_pct 0.2

create_clock -name clk0 -period $clk_period [get_ports {i_clk}]
create_clock -name clk1 -period $clk_period [get_ports {i_sclk}]

set non_clock_inputs [all_inputs -no_clocks]
set_input_delay [expr $clk_period * $clk_io_pct] -clock clk0 $non_clock_inputs
set_output_delay [expr $clk_period * $clk_io_pct] -clock clk0 [all_outputs]
==> run summary <==
power per standard cell area - 441 mW/mm²
Die W - 116 µm
worst vdd ir - 0.232 mV
Yosys warnings - 24
total negative setup slack - 0 ns
Final HPWL DP - 1520 µm
Filler cells - 973
Post-CTS Setup Repair Bufs - 0
Main logic family - simple AND/OR/NAND/NOR gates
RSZ-0062 raised after global routing - no
Worst Path Max Fanout - 22
Post-synth ARST share - 60.0%
YS chip area - 0.00134 mm²
Clock transition at path regs - 0.08 ns
Pre-antenna DRT Iters - 4
GR Util All Layers - 3.08%
register bit total from synthesis - 35
CORE AREA - 0.00885 mm²
Gate Area - 420 µm²
Syn-to-layout area delta - 25.7%
synthesized area per cell - 12.9 µm²
Synth Cell Area - 0.00134 mm²
Initial DRC Count - 39
ys cells - 104
Worst Path Arrival - 2.19 ns
Max-Cap Viols - 0
status - finished clean
initial antenna violation count - 0
via count - 750
Slew @ Worst Pin - 0.690 ns
Top-Level Pins - 17
Final Hold Fails - 0
Synth top area share - 37.4%
worst hold path type - reg -> reg
Post-synth seq share - 64.0%
share of layout cells above drive strength 1 - 18.5%
Sequential Area - 857 µm²
Crit path largest cell delay - 0.59 ns
Pre-Place Util - 15.1%
Slew Limit Fails - 0
Slew headroom - 53.6%
Chip Area - 0.0135 mm²
EDFF count, synth - 5
first-pass GRT wire length - 3420 µm
port bufs - 12
clock sinks - 35
vias in the first global route - 788
xor-xnor portion of the synthesized cell area - 3.93%
Commonest flop - dfrtp_1
GRT overflow - 0
GP Congestion - 0.736
Top delay family on crit path - buffers and inverters
setup violators final - 0
skew final - 0.00555 ns
pin count of the biggest net entering global routing - 23
cts hold-fix bufs - 0
cell row count - 34
Mapped Cells - 104
routed wire length per instance - 9.15 µm
Post-Synth AOI/OAI Area - 8.60%
tool warning count - 30
MUX area fraction - 5.05%
Req. time, crit path - 3.61 ns
DRT antenna net count - 0
number of vias per cell - 3.30
most numerous cell in the Yosys netlist - dfrtp_1
drt total wl - 2080 µm
die y size - 116 µm
cell type with the largest total area - dfrtp_1
CTS tree - done
CP Buf/Inv Count - 2
Cell area leaders - dfrtp_1, dfxtp_1, edfxtp_1
Adder Share, Synth - 4.67%
Leak - 0.000756 µW
crit path max-delay cell type - nor3_1
# DRC - 0
synth unique cells - 32
Setup crit end kind - flop
Commonest cells post-synth - dfrtp_1, dfxtp_1, nor2_1
simple share - 8.88%
CP cell instances - clkdlybuf4s50_1 -> buf_4 -> o41ai_2 -> nor3_1
antenna cells - 0
Inst Count DP - 219
post-CTS sizing - 0
CP Class - in -> reg
non-filler cells, final - 227
CP startpoint kind - input port
-- final cells by class --
| type | instances | share of cell area (%) |
|---|---|---|
| multi-input cells | 56 | 25.0 |
| clock inverters | 1 | 1.78 |
| inverters | 7 | 1.56 |
| clock buffers | 7 | 5.13 |
| flip-flops and latches | 35 | 50.9 |
| repair buffers | 13 | 7.58 |
| well taps | 108 | 8.03 |
-- cells in the final DEF, fill, tap and decap left out --
master / count
dfrtp_1: 20
clkdlybuf4s50_1: 12
nor2_1: 9
dfxtp_1: 9
inv_1: 7
mux2_2: 6
clkbuf_8: 6
ha_1: 5
edfxtp_1: 5
nand3_1: 4
o21ai_0: 4
xnor2_1: 3
xor2_1: 3
or2_2: 3
and2_1: 2
nor3_1: 2
a21o_1: 2
nand3b_1: 1
a21boi_0: 1
nor2b_1: 1
nand2_1: 1
a31o_2: 1
a21o_2: 1
or3_1: 1
o41ai_2: 1
o22ai_1: 1
a21oi_1: 1
a211oi_1: 1
a211oi_4: 1
conb_1: 1
bufinv_16: 1
clkbuf_1: 1
buf_4: 1
dfstp_2: 1
-- power breakdown --
| group | internal [µW] | total [µW] | switching, µW |
|---|---|---|---|
| clock | 219 | 342 | 123 |
| sequential | 391 | 392 | 1.02 |
| combinational | 2.68 | 7.46 | 4.78 |
-- through the flow --
| stage | setup WS, ns | instance area, µm² | power (µW) | utilization [%] | hold WS (ns) |
|---|---|---|---|---|---|
| finish | 1.41 | 1680 | 741 | 19.0 | 0.340 |
| global route | 1.31 | 1680 | 773 | 19.0 | 0.354 |
| global placement | 1.09 | 1570 | 407 | 17.7 | 0.333 |
| CTS | 1.38 | 1680 | 753 | 19.0 | 0.341 |
| detailed placement | 1.09 | 1570 | 407 | 17.7 | 0.331 |
| floorplan | 2.10 | 1340 | 400 | - | 0.326 |
-- state kept, by name, summed over array words and instances (netlist names) --
register and flops:
startup_state 8, counter1 5, counter 5, shift_register 5, data_received 4, o_gainA1 3
o_gainA2 2, o_ready 1, o_resetb2 1, o_resetbvco2 1
-- routing by layer --
layer  track usage [%]  vias up  routed length (µm)
met4             0.917        0                  53
li1                  -      369                   -
met2              4.78       15                 860
met5                 0        -                   0
met3              1.67        4                 177
met1              3.62      362                 986
-- logic make-up (layout without fill, tap and decap cells) --
group	count (synthesis)	count (layout)
AOI/OAI and AO/OA	14	14
xor gates and xnor gates	6	6
adders and majority gates	5	5
buffers and inverters	13	28
DFF	35	35
muxes	6	6
other	1	1
and+or+nand+nor	24	24
-- worst register-to-register path, delay by kind of cell (launching register included) --
family / cells / cell delay [ns]
DFF: 1 / 0.45
and+or+nand+nor: 1 / 0.61
AOI/OAI and AO/OA: 2 / 0.39
-- worst paths after layout --
check	start	to	slack, ns	cells past startpoint
setup / recovery	i_resetbAll	counter[0]$_SDFFCE_PP0P_	1.41	4
hold / removal	shift_register[2]$_DFF_P_	shift_register[3]$_DFF_P_	0.34	0
setup reg to reg	counter[1]$_SDFFCE_PP0P_	counter[0]$_SDFFCE_PP0P_	1.89	3
hold reg to reg	shift_register[2]$_DFF_P_	shift_register[3]$_DFF_P_	0.34	0
max in group asynchronous	i_resetbAll	startup_state[0]$_DFF_PN1_	2.60	2
max in group clk1	i_sdin	shift_register[0]$_DFF_P_	2.68	1
min in group clk0	counter1[4]$_DFFE_PN0P_	counter1[4]$_DFFE_PN0P_	0.39	0
min in group asynchronous	i_resetbAll	o_ready$_DFFE_PN0P_	0.82	2
Power figures rest on the tool's default switching activity, not on a simulated workload.
