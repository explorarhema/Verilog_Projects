## ./design.v

```verilog
module FPGA_model(	i_resetbFPGA,
			i_ready,
			i_mainclk,
			i_vco1_fast,
			o_resetbAll,
			o_sclk, 
			o_sdout);
parameter opcode_gainA1	= 6;  
parameter opcode_gainA2	= 1;  
parameter sRESET 	= 0;  
parameter sPROGRAM	= 1;  
parameter sIDLE		= 2;  
input i_resetbFPGA; 		 
input i_ready;			 
input i_mainclk;		 
input i_vco1_fast;		 
output reg o_resetbAll;		 
output reg o_sclk;		 
output reg o_sdout;		 
reg [1:0] FPGAstate;		 
reg [3:0] count;		 
reg mainclkby2, mainclkby4, mainclkby8, mainclkby16;  
always @ (posedge(i_mainclk) or negedge(i_resetbFPGA))
begin
	if(i_resetbFPGA == 0)
		FPGAstate <= sRESET;
	else
	begin
		case(FPGAstate)
		sRESET: FPGAstate <= sPROGRAM;
		sPROGRAM: 
		begin	
			if(count== 10)
				FPGAstate <= sIDLE;
			else
				FPGAstate <= sPROGRAM;
		end
		sIDLE: FPGAstate <=sIDLE;
		default: FPGAstate <= sIDLE;
		endcase
	end
end
always @(posedge(i_mainclk) or negedge(i_resetbFPGA))
begin
	if(i_resetbFPGA == 0)
		o_resetbAll <= 0;
	else
	begin
		if(FPGAstate == sRESET)
			o_resetbAll <= 0;
		else
			o_resetbAll <= 1;
	end
end
always @ (posedge(i_mainclk) or negedge(i_resetbFPGA))
begin
	if(i_resetbFPGA == 0)
		mainclkby2 <= 0;
	else
		mainclkby2 <= ~mainclkby2;
end
always @ (posedge(mainclkby2) or negedge(i_resetbFPGA))
begin
	if(i_resetbFPGA == 0)
		mainclkby4 <= 0;
	else
		mainclkby4 <= ~mainclkby4;
end
always @(posedge(mainclkby4) or negedge(i_resetbFPGA))
begin
	if(i_resetbFPGA == 0)
		mainclkby8 <= 0;
	else
		mainclkby8 <= ~mainclkby8;
end
always @(posedge(mainclkby8) or negedge(i_resetbFPGA))
begin
	if(i_resetbFPGA == 0)
		mainclkby16 <= 0;
	else
		mainclkby16 <= ~mainclkby16;
end
always	@(posedge(mainclkby16) or negedge(i_resetbFPGA))
begin
	if(i_resetbFPGA == 0)
		count <= 0;
	else
	begin
		if(FPGAstate == sPROGRAM)
		begin
			if(count == 11)
				count <= count;
			else
				count <= count+1;
		end
		else
			count <= count;
	end
end
always @ (posedge(mainclkby16) or negedge(i_resetbFPGA))
begin
	if(i_resetbFPGA == 0)
		o_sclk <= 1;
	else
	begin
		if(FPGAstate == sPROGRAM)
		begin
			if (count >= 1 && count <= 10)
				o_sclk <= ~o_sclk;
			else
				o_sclk <= 1;
		end
		else
			o_sclk <= 1;
	end
end
always @ (negedge(o_sclk) or negedge(i_resetbFPGA))
begin
	if(i_resetbFPGA == 0)
		o_sdout <= 0;
	else
	begin
		if(FPGAstate == sPROGRAM)
		begin
			case(count)
			4'd2: o_sdout <= opcode_gainA1[2];
			4'd4: o_sdout <= opcode_gainA1[1];
			4'd6: o_sdout <= opcode_gainA1[0];
			4'd8: o_sdout <= opcode_gainA2[1];
			4'd10: o_sdout <= opcode_gainA2[0];
			default: o_sdout <= o_sdout;
			endcase
		end
		else
			o_sdout <= 0;
	end
end
endmodule
```

## ./run.sh

```bash
#!/bin/bash
# OpenROAD 26Q1-2900-gdf79404cd8, Yosys 0.63+post, stock flow scripts
make -C /OpenROAD-flow-scripts/flow DESIGN_CONFIG=/design/flow/config.mk WORK_HOME=/design/flow/orfs finish
```

## ./config.mk

```make
export PLATFORM = sky130hd
export DESIGN_NAME = FPGA_model
export DESIGN_NICKNAME = FPGA_model
export VERILOG_FILES = /design/flow/design.v
export SDC_FILE = /design/flow/constraint.sdc
export NUM_CORES = 4
export LEC_CHECK = 1
export CORE_AREA = 10 10 70 70
export DIE_AREA = 0 0 80 80
export SYNTH_HDL_FRONTEND = slang
```

## ./constraint.sdc

```tcl
current_design FPGA_model

set clk_period 1.0
set clk_io_pct 0.2

create_clock -name clk0 -period $clk_period [get_ports {i_mainclk}]

set non_clock_inputs [all_inputs -no_clocks]
set_input_delay [expr $clk_period * $clk_io_pct] -clock clk0 $non_clock_inputs
set_output_delay [expr $clk_period * $clk_io_pct] -clock clk0 [all_outputs]
```

==> flow_summary.json <==
{
  "status": "finished, final reports clean",
  "warnings": 30,
  "r2r_end": "FPGAstate[2]",
  "switchingPower_uw": 90.26,
  "fp_util_pct": 16.08,
  "postSynthSeqShare_pct": 59.68,
  "top_area_cell": "dfrtp_1",
  "drive_above_1_share_pct": 18.18,
  "met1_length_um": 468,
  "routed_wl_um": 880,
  "yosys_cells": 46,
  "setup_violations": 0,
  "die_w_um": 80,
  "synth-edff-count": 0,
  "crit_family": "flip-flops",
  "die-area_um2": 6400,
  "cts_resized": 2,
  "path_max_fanout": 1,
  "critPathCaptureType": "output port",
  "core_um2": 3416,
  "power.density_nw_per_um2": 619.9,
  "gp_congestion": 0.7955,
  "drcViolationCount": 0,
  "r2r_setup_slack_ns": 0.20,
  "clk_root_buffer_cell": "clkbuf_4",
  "final_antenna_net_count": 0,
  "wire_per_inst_um": 8.713,
  "num-fill-cells": 378,
  "cts.clk_slew.worst_paths_ns": 0.04,
  "fin_crit_ns": 0.8789,
  "met3_length_um": 106,
  "port_buffers": 4,
  "htree_num_levels": 1,
  "track_usage_pct": 2.716,
  "grt_pass1_wl_mm": 1.414,
  "diodes": 0,
  "hold_violations": 0,
  "whs_ns": 0.1925,
  "hp-class": "input port to asynchronous set/reset pin",
  "maxCapViolCount": 0,
  "place_hpwl_um": 681.4,
  "post-place-ws_ns": 0.02683,
  "tns_ns": 0,
  "untimed_endpoints": 11,
  "worstSetupPathType": "flip-flop to output port",
  "post_cts_buffers": 0,
  "synthDistinctLibCells": 20,
  "arrival_ns": 0.68,
  "numSynthFlops": 13,
  "syn_avg_cell_area_um2": 11.94,
  "fp-row-count": 21,
  "grt_max_degree": 10,
  "tritoncts": "done",
  "grt_pass1_vias": 287,
  "r2r_start": "FPGAstate[2]",
  "rr_worst_depth": 2,
  "unclocked_regs": 9,
  "clock_latency_ns": 0.24,
  "fin_util_pct": 19.78,
  "area_growth_syn_to_layout_pct": 23.01,
  "p_int_uw": 328.5,
  "crit_buf_inv": 1,
  "cpMaxStageDelayCell": "dfrtp_1",
  "hold_buffers": 0,
  "leakage_nw": 0.2961,
  "top_cell_area_share_pct": 45.56,
  "crit_path_cell_trace": "clkbuf_2",
  "synth_warnings": 0,
  "rsz0062_at_grt": "no",
  "synthTopCellsByArea": "dfrtp_1 46%, dfstp_2 9.6%, ha_1 9.1%",
  "slowest_delay_ns": 0.35,
  "power_frac_comb_pct": 5.6,
  "drtPass1Iterations": 4,
  "drtIter0Drc": 54,
  "antenna_found_initial": 0,
  "die_y_um": 80,
  "setup_ws_ns": 0.1211,
  "num_io_pins": 7,
  "async_flop_share_pct": 100.0,
  "cp-start-kind": "flip-flop",
  "yosysChipArea_um2": 549.3,
  "highest_layer": "met4",
  "overflow": 0,
  "fin_crit_sh_pct": 87.89,
  "netlist_area_um2": 549.3,
  "power.ir.vdd_worst_mv": 0.6536,
  "final_max_slew_viol_count": 0,
  "seq_power_share_pct": 40.8,
  "routed_via_density": 3.406,
  "cp.required_ns": 0.80,
  "met2WireLength_um": 290,
  "p_sw_share_pct": 21.55,
  "num_vias": 344,
  "clockBufferDepth": 2,
  "ff_type": "dfrtp_1",
  "fmax_mhz": 1138,
  "clock_skew_ns": 0.006134,
  "pwr-share-clk_pct": 53.6,
  "numCtsBuffers": 3,
  "syn_inst": 46
}
cells in the final DEF (no fill, tap or decap), types with 2 or more instances in the layout:
cell type        Yosys  layout
dfrtp_1             10      10
inv_1                9       9
ha_1                 4       4
nand2_1              3       3
clkbuf_4             0       3
clkdlybuf4s50_1      0       3
dfstp_2              2       2
o31ai_1              2       2
nand3b_1             2       2
xnor2_1              2       2
stage by stage:
| stage | instance area (um^2) | std cells | power [mW] |
|---|---|---|---|
| 5_1_grt | 675.6 | 101 | 0.4568 |
| 6_report | 675.6 | 101 | 0.4188 |
| 3_3_place_gp | 654.4 | 97 | 0.1992 |
| 2_1_floorplan | 549.3 | 46 | 0.1763 |
| 3_5_place_dp | 654.4 | 97 | 0.1995 |
| 4_1_cts | 680.7 | 101 | 0.4324 |
registers in the layout (all words and copies together), names as in the netlist:
register     cells
count            4
FPGAstate        2
mainclkby16      1
mainclkby2       1
mainclkby4       1
mainclkby8       1
o_resetbAll      1
o_sclk           1
o_sdout          1
worst max path at each step:
stage          startpoint          end  slack [ns]  cells after the start
global route  o_resetbAll  o_resetbAll        0.06                      1
finish        o_resetbAll  o_resetbAll        0.12                      1
CTS           o_resetbAll  o_resetbAll        0.02                      1
Yosys cell counts, types with 2 or more instances:
cell type	n
nand3b_1	2
inv_1	9
o31ai_1	2
nand2_1	3
ha_1	4
xnor2_1	2
dfrtp_1	10
dfstp_2	2
logic make-up after synthesis:
kind of cell               after synthesis  share of synthesized area [%]
AOI/OAI and AO/OA                        7                          8.655
xor gates and xnor gates                 2                          3.190
adders and majority gates                4                          9.112
buffers and inverters                    9                          6.150
DFF                                     13                          59.68
muxes                                    2                          4.783
other                                    1                         0.6827
and+or+nand+nor                          8                          7.745
power groups by stage:
stage	Combinational, mW	Clock (mW)	Sequential (mW)
final	0.0234	0.225	0.171
after global routing	0.0275	0.258	0.171
after CTS	0.0259	0.236	0.171
layer usage:
layer | vias up | GRT usage (%)
li1 | 166 | -
met2 | 13 | 2.408
met3 | 2 | 1.023
met1 | 163 | 4.873
met5 | - | 0
met4 | 0 | 1.056
final cells by class:
class	count	area (um^2)	area share [%]
repair buffers	5	42.54	6.296
flip-flops and latches	13	327.8	48.52
inverters	9	33.78	5.000
multi-input cells	24	187.7	27.78
clock buffers	4	26.28	3.889
well taps	46	57.56	8.519
No activity file was given, so power comes from the tool's default toggle rates.
